==> flow/design.v <==
(* src = "design.sv:2" *)
module mesi_fsm(clk, reset, PW, PR, BW, BR, S, state);
  (* src = "design.sv:20" *)
  wire [1:0] _00_;
  (* src = "design.sv:63" *)
  wire _01_;
  (* src = "design.sv:66" *)
  wire _02_;
  (* src = "design.sv:63" *)
  wire _03_;
  (* src = "design.sv:27" *)
  wire _04_;
  (* src = "design.sv:50" *)
  wire _05_;
  (* src = "design.sv:60" *)
  wire _06_;
  wire [1:0] _07_;
  wire [1:0] _08_;
  wire [1:0] _09_;
  wire [1:0] _10_;
  wire [1:0] _11_;
  wire [1:0] _12_;
  wire [1:0] _13_;
  wire _14_;
  wire [1:0] _15_;
  wire [1:0] _16_;
  wire [1:0] _17_;
  wire _18_;
  wire [1:0] _19_;
  wire [1:0] _20_;
  wire [1:0] _21_;
  wire _22_;
  wire [1:0] _23_;
  (* src = "design.sv:8" *)
  input BR;
  (* src = "design.sv:7" *)
  input BW;
  (* src = "design.sv:6" *)
  input PR;
  (* src = "design.sv:5" *)
  input PW;
  (* src = "design.sv:9" *)
  input S;
  (* src = "design.sv:3" *)
  input clk;
  (* src = "design.sv:4" *)
  input reset;
  (* src = "design.sv:10" *)
  output [1:0] state;
  reg [1:0] state;
  assign _01_ = PR && (* src = "design.sv:63" *) _03_;
  assign _02_ = PR && (* src = "design.sv:66" *) S;
  assign _03_ = ! (* src = "design.sv:63" *) S;
  assign _04_ = PR || (* src = "design.sv:27" *) PW;
  assign _05_ = PR || (* src = "design.sv:50" *) BR;
  assign _06_ = BW || (* src = "design.sv:60" *) BR;
  always @(posedge clk)
      state <= _00_;
  reg [1:0] _31_;
  (* parallel_case *)
  always @*
    casez (_02_)
      1'b1:
        _31_ = 2'b01;
      default:
        _31_ = _23_;
    endcase
  assign _07_ = _31_;
  reg [1:0] _32_;
  (* parallel_case *)
  always @*
    casez (_01_)
      1'b1:
        _32_ = 2'b10;
      default:
        _32_ = _07_;
    endcase
  assign _08_ = _32_;
  reg [1:0] _33_;
  (* parallel_case *)
  always @*
    casez (_06_)
      1'b1:
        _33_ = 2'b11;
      default:
        _33_ = _08_;
    endcase
  assign _09_ = _33_;
  reg [1:0] _34_;
  (* parallel_case *)
  always @*
    casez (BW)
      1'b1:
        _34_ = 2'b11;
      default:
        _34_ = state;
    endcase
  assign _10_ = _34_;
  reg [1:0] _35_;
  (* parallel_case *)
  always @*
    casez (PW)
      1'b1:
        _35_ = state;
      default:
        _35_ = _10_;
    endcase
  assign _11_ = _35_;
  reg [1:0] _36_;
  (* parallel_case *)
  always @*
    casez (_05_)
      1'b1:
        _36_ = 2'b10;
      default:
        _36_ = _11_;
    endcase
  assign _12_ = _36_;
  reg [1:0] _37_;
  (* parallel_case *)
  always @*
    casez ({ _22_, _18_, _14_ })
      3'b??1:
        _37_ = _12_;
      3'b?1?:
        _37_ = _17_;
      3'b1??:
        _37_ = _21_;
      default:
        _37_ = _09_;
    endcase
  assign _13_ = _37_;
  assign _14_ = state == 2'b10;
  reg [1:0] _39_;
  (* parallel_case *)
  always @*
    casez (BR)
      1'b1:
        _39_ = 2'b10;
      default:
        _39_ = _10_;
    endcase
  assign _15_ = _39_;
  reg [1:0] _40_;
  (* parallel_case *)
  always @*
    casez (PW)
      1'b1:
        _40_ = 2'b00;
      default:
        _40_ = _15_;
    endcase
  assign _16_ = _40_;
  reg [1:0] _41_;
  (* parallel_case *)
  always @*
    casez (PR)
      1'b1:
        _41_ = 2'b01;
      default:
        _41_ = _16_;
    endcase
  assign _17_ = _41_;
  assign _18_ = state == 2'b01;
  reg [1:0] _43_;
  (* parallel_case *)
  always @*
    casez (BR)
      1'b1:
        _43_ = 2'b11;
      default:
        _43_ = state;
    endcase
  assign _19_ = _43_;
  reg [1:0] _44_;
  (* parallel_case *)
  always @*
    casez (BW)
      1'b1:
        _44_ = 2'b10;
      default:
        _44_ = _19_;
    endcase
  assign _20_ = _44_;
  reg [1:0] _45_;
  (* parallel_case *)
  always @*
    casez (_04_)
      1'b1:
        _45_ = 2'b00;
      default:
        _45_ = _20_;
    endcase
  assign _21_ = _45_;
  assign _22_ = state == 2'b00;
  reg [1:0] _47_;
  (* parallel_case *)
  always @*
    casez (reset)
      1'b1:
        _47_ = state;
      default:
        _47_ = _13_;
    endcase
  assign _00_ = _47_;
  reg [1:0] _48_;
  (* parallel_case *)
  always @*
    casez (PW)
      1'b1:
        _48_ = 2'b01;
      default:
        _48_ = state;
    endcase
  assign _23_ = _48_;
endmodule
==> flow/run.sh <==
#!/bin/bash
# OpenROAD 26Q1-2900-gdf79404cd8, Yosys 0.63+post, stock flow scripts
make -C /OpenROAD-flow-scripts/flow DESIGN_CONFIG=/design/flow/config.mk WORK_HOME=/design/flow/orfs finish
==> flow/config.mk <==
export PLATFORM = sky130hd
export DESIGN_NAME = mesi_fsm
export DESIGN_NICKNAME = mesi_fsm
export VERILOG_FILES = /design/flow/design.v
export SDC_FILE = /design/flow/constraint.sdc
export NUM_CORES = 4
export LEC_CHECK = 1
export CORE_AREA = 10 10 70 70
export DIE_AREA = 0 0 80 80
==> flow/constraint.sdc <==
current_design mesi_fsm

set clk_period 2.2
set clk_io_pct 0.2

create_clock -name clk0 -period $clk_period [get_ports {clk}]

set non_clock_inputs [all_inputs -no_clocks]
set_input_delay [expr $clk_period * $clk_io_pct] -clock clk0 $non_clock_inputs
set_output_delay [expr $clk_period * $clk_io_pct] -clock clk0 [all_outputs]
==> node_exporter_impl.prom <==
# HELP chip_impl_metric Synthesis and place-and-route metrics
# TYPE chip_impl_metric gauge
chip_impl_metric{name="final_cell_count_no_fill",unit=""} 76
chip_impl_metric{name="chip_area",unit="um^2"} 6400
chip_impl_metric{name="final_number_of_hold_violating_endpoints",unit=""} 0
chip_impl_metric{name="maximum_clock_path_buffer_count",unit=""} 2
chip_impl_metric{name="cts_num_sinks",unit=""} 2
chip_impl_metric{name="synthesis.yosys.warnings",unit=""} 1
chip_impl_metric{name="holdPathStages",unit=""} 1
chip_impl_metric{name="fmaxAchievable",unit="GHz"} 0.6032
chip_impl_info{name="final_layout_top_logic_cells",value="clkdlybuf4s50_1 (8), clkbuf_4 (3)"} 1
chip_impl_metric{name="critical_path.max_stage_delay",unit="ps"} 520
chip_impl_metric{name="pre_cts_ws",unit="ps"} 385.0
chip_impl_metric{name="postPlaceCellArea",unit="um^2"} 311.5
chip_impl_metric{name="ir_worst_vdd",unit="mV"} 0.08289
chip_impl_metric{name="htree_num_levels",unit=""} 1
chip_impl_metric{name="clock_latency",unit="ps"} 230
chip_impl_metric{name="first_global_vias",unit=""} 189
chip_impl_metric{name="path_clk_slew",unit="ps"} 30
chip_impl_metric{name="syn-cell-area",unit="um^2"} 173.9
chip_impl_metric{name="boundaryPins",unit=""} 9
chip_impl_info{name="end_kind",value="output port"} 1
chip_impl_metric{name="synth_sequential_area_ratio",unit=""} 0.3453
chip_impl_metric{name="area_added_between_synthesis_and_finish",unit="%"} 92.09
chip_impl_info{name="setup.worst_path.start_class",value="flip-flop"} 1
chip_impl_metric{name="cp_num_cells",unit=""} 1
chip_impl_metric{name="wl_met1",unit="um"} 265
chip_impl_metric{name="cap_violations",unit=""} 0
chip_impl_metric{name="viasPerCell",unit=""} 2.513
chip_impl_metric{name="timing.final.crit_period",unit="ps"} 1658
chip_impl_metric{name="leakage",unit="nW"} 0.1007
chip_impl_metric{name="drt-total-wl",unit="um"} 533
chip_impl_metric{name="dr_wl_met3",unit="um"} 111
chip_impl_metric{name="nFillCells",unit=""} 400
chip_impl_metric{name="cts_made_buffers",unit=""} 3
chip_impl_metric{name="cp.buffers_inverters",unit=""} 1
chip_impl_metric{name="finalInstanceArea",unit="um^2"} 334.1
chip_impl_metric{name="drt_drc_violations_left",unit=""} 0
chip_impl_metric{name="floorplanUtilization",unit=""} 0.05092
chip_impl_metric{name="openroad.warnings",unit=""} 25
chip_impl_metric{name="drtAntennaViolNets",unit=""} 0
chip_impl_metric{name="route.met2.wl",unit="um"} 156
chip_impl_metric{name="global_route.usage.total",unit=""} 0.01784
chip_impl_info{name="critical_path.top_delay_family",value="buffers and inverters"} 1
chip_impl_metric{name="final_layout_size_suffix_gt1_frac",unit=""} 0.2000
chip_impl_metric{name="gr-total-overflow",unit=""} 0
chip_impl_metric{name="power.density",unit="nW/um^2"} 515.7
chip_impl_metric{name="detailedRoute.firstIterationViolations",unit=""} 20
chip_impl_metric{name="post_cts.resized_instances",unit=""} 0
chip_impl_metric{name="syn-mean-instance-area",unit="um^2"} 9.154
chip_impl_info{name="setup_repair_after_global_routing_missed_its_margin",value="no"} 1
chip_impl_metric{name="slew-limit-headroom",unit=""} 0.8339
chip_impl_metric{name="grt_antenna_before_repair",unit=""} 0
chip_impl_metric{name="chipWidth",unit="um"} 80
chip_impl_metric{name="tightestPinTransition",unit="ps"} 249.2
chip_impl_info{name="top_register",value="state"} 1
chip_impl_metric{name="slew_violations",unit=""} 0
chip_impl_metric{name="ff2ff_path_depth",unit=""} 3
chip_impl_metric{name="routabilityCongestion",unit=""} 0.7882
chip_impl_metric{name="design.core.area",unit="um^2"} 3416
chip_impl_metric{name="total_power",unit="mW"} 0.1723
chip_impl_metric{name="clock-skew-final",unit="ps"} 6.894
chip_impl_info{name="maxUsedRoutingLayer",value="met3"} 1
chip_impl_metric{name="chipHeight",unit="um"} 80
chip_impl_info{name="timing.critical_path.cells",value="clkdlybuf4s50_1"} 1
chip_impl_metric{name="worstPathMaxFanout",unit=""} 8
chip_impl_metric{name="worstPathArrival",unit="ps"} 1220
chip_impl_metric{name="yosys_register_bits",unit=""} 2
chip_impl_info{name="critPathKind",value="reg2out"} 1
chip_impl_metric{name="num_antenna_cells",unit=""} 0
chip_impl_metric{name="dr_total_vias",unit=""} 191
chip_impl_metric{name="cts_hold_repair.buffers",unit=""} 0
chip_impl_info{name="final_layout_top_logic_cell",value="clkdlybuf4s50_1"} 1
chip_impl_metric{name="fp-row-count",unit=""} 21
chip_impl_info{name="status",value="finished clean"} 1
chip_impl_metric{name="total_cell_area_reported_by_yosys_after_synthesis",unit="um^2"} 173.9
chip_impl_metric{name="grt_first_pass_wirelength",unit="um"} 903
chip_impl_metric{name="yosys-stat-cells",unit=""} 19
chip_impl_info{name="largestRegisters",value="state (2)"} 1
chip_impl_metric{name="syn_inst",unit=""} 19
chip_impl_info{name="cts_root_buf",value="clkbuf_4"} 1
chip_impl_metric{name="postLayoutSetupSlackWorst",unit="ps"} 542.1
chip_impl_metric{name="largest_reg_flops",unit=""} 2
chip_impl_metric{name="post_cts.repair.setup_buffers",unit=""} 0
chip_impl_metric{name="tns",unit="ps"} 0
chip_impl_metric{name="dr.pass1.iters",unit=""} 4
chip_impl_metric{name="netlist-cell-type-count",unit=""} 14
chip_impl_info{name="cts_tree",value="yes"} 1
chip_impl_metric{name="setup_viol",unit=""} 0
chip_impl_metric{name="buffer_ports.inserted",unit=""} 8
chip_impl_metric{name="finalClockPeriodUsage",unit=""} 0.7536
chip_impl_info{name="worst_hold_check_path_type",value="reg2reg"} 1
chip_impl_metric{name="timing.critical_path.required",unit="ps"} 1760
chip_impl_metric{name="place.detailed.instances",unit=""} 73
chip_impl_metric{name="grt_max_degree",unit=""} 9
chip_impl_metric{name="routedWlPerCell",unit="um"} 7.013
chip_impl_info{name="timing.critical_path.slowest_stage_cell",value="clkdlybuf4s50_1"} 1
-- layout make-up --
| class | instances | area (um^2) | area share |
|---|---|---|---|
| well taps | 46 | 57.56 | 0.1723 |
| multi-input cells | 15 | 106.4 | 0.3184 |
| flip-flops and latches | 2 | 60.06 | 0.1798 |
| inverters | 2 | 7.507 | 0.02247 |
| clock buffers | 3 | 22.52 | 0.06742 |
| repair buffers | 8 | 80.08 | 0.2397 |
-- cells by family after synthesis --
kind of cell,synth area share
buffers and inverters,0.04318
AOI/OAI and AO/OA,0.3381
DFF,0.3453
and+or+nand+nor,0.2734
-- final timing paths --
kind | slack [ps] | start | to
setup / recovery | 540 | state[1] | state[1]
hold / removal | 680 | state[0] | state[0]
setup reg to reg | 790 | state[1] | state[0]
hold reg to reg | 680 | state[0] | state[0]
-- metrics by stage --
step	utilization	hold WS (ps)
finish	0.09780	680.9
global route	0.09780	709.2
CTS	0.09780	678.6
detailed placement	0.09121	674.5
global placement	0.09121	676.7
floorplan	-	609.5
-- routing by layer --
layer | GRT usage | vias to the layer above
li1 | - | 100
met1 | 0.02397 | 81
met2 | 0.01846 | 10
met3 | 0.01818 | 0
met4 | 0.003521 | 0
met5 | 0 | -
-- synth_stat cells --
master,n,area share
edfxtp_1,2,0.35
nor3_2,1,0.058
a31oi_1,2,0.072
inv_1,2,0.043
nand3b_1,1,0.043
nor3_1,2,0.058
o31ai_1,1,0.043
nor3b_2,1,0.072
o21ai_0,1,0.029
a21o_2,1,0.050
a21oi_1,1,0.029
o41a_1,1,0.065
nor2_1,2,0.043
o32ai_1,1,0.050
-- power breakdown --
part | switching, mW | internal (mW) | leakage, nW
Sequential | 0.00512 | 0.0473 | 0.0193
Combinational | 0.0130 | 0.0232 | 0.0676
Clock | 0.0232 | 0.0604 | 0.0138
Total | 0.0414 | 0.131 | 0.101
Power and IR drop assume default switching activity.
